==> flow/design.v <==
module autoSem #(parameter SECUNDE_VERDE = 10,
                 parameter FACTOR_DIVIZARE_AUTO_MODULE = 10)
(
    input clk,
    input enable,
    input clear,
    input rst_n,
    input pietoni_btn_i,
    input service_i,
    output done,
    output rosu,
    output galben,
    output verde,
    output verde_pietoni,
    output rosu_pietoni
);
reg [1:0] counter_galben;
reg [5:0] counter_verde;
reg [4:0] counter_pietoni_verde;
reg [4:0] counter_pietoni_intermitent;
localparam S_IDLE = 0;
localparam S_VERDE = 1;
localparam S_GALBEN = 2;
localparam S_PIETONI_VERDE = 3;
localparam S_PIETONI_INTERMITENT = 4;
localparam S_SERVICE = 5;
localparam S_DONE = 6; 
localparam SECUNDE_GALBEN = 2;
wire enable_div_fr;
wire puls_div;
reg [2:0]STARE_CURENTA;
reg [2:0]STARE_VIITOARE;
always @(posedge clk or negedge rst_n) begin
    if(~rst_n) STARE_CURENTA <= S_IDLE;
    else       STARE_CURENTA <= STARE_VIITOARE;
end
always @(*) begin
    case(STARE_CURENTA)
        S_IDLE: if(service_i) STARE_VIITOARE <= S_SERVICE;
                else if(enable) STARE_VIITOARE <= S_VERDE;
                else STARE_VIITOARE <= S_IDLE;
        S_VERDE:if(service_i) STARE_VIITOARE <= S_SERVICE;
                else if(counter_verde == SECUNDE_VERDE-1) STARE_VIITOARE <= S_GALBEN;
                else STARE_VIITOARE <= S_VERDE;
        S_GALBEN: begin
            if(service_i) STARE_VIITOARE <= S_SERVICE;
            else if(counter_galben == SECUNDE_GALBEN - 1) begin
                if(pietoni_btn_i)
                    STARE_VIITOARE <= S_PIETONI_VERDE;
                else
                    STARE_VIITOARE <= S_DONE;
            end else STARE_VIITOARE <= S_GALBEN;
        end
        S_PIETONI_VERDE:if(service_i) STARE_VIITOARE <= S_SERVICE; 
                        else if(counter_pietoni_verde == 12-1) STARE_VIITOARE <= S_PIETONI_INTERMITENT;
                        else STARE_VIITOARE <= S_PIETONI_VERDE;
        S_PIETONI_INTERMITENT:if(service_i) STARE_VIITOARE <= S_SERVICE;
                              else if(counter_pietoni_intermitent == 6-1) STARE_VIITOARE <= S_DONE;
                              else STARE_VIITOARE <= S_PIETONI_INTERMITENT;
        S_SERVICE:if(~service_i) STARE_VIITOARE <= S_IDLE;
                  else STARE_VIITOARE <= S_SERVICE;
        S_DONE: if(clear) STARE_VIITOARE <= S_IDLE;
                else STARE_VIITOARE <= S_DONE;
        default: STARE_VIITOARE <= S_IDLE;
    endcase
end
divFrecventa #(FACTOR_DIVIZARE_AUTO_MODULE) DIV_FR(
    .clk(clk),
    .rst_n(rst_n),
    .enable(enable_div_fr),
    .clk_div(puls_div)
);
assign enable_div_fr = (STARE_CURENTA == S_VERDE) | (STARE_CURENTA == S_GALBEN);
always @(posedge clk or negedge rst_n) begin
    if(~rst_n)                         counter_galben <= 0;
    else if(STARE_CURENTA == S_GALBEN)   counter_galben <= counter_galben +1;
    else if(STARE_CURENTA != S_GALBEN)   counter_galben <= 0;
end
always @(posedge clk or negedge rst_n) begin
    if(~rst_n)                        counter_verde <= 0;
    else if(STARE_CURENTA == S_VERDE)   counter_verde <= counter_verde +1;
    else if(STARE_CURENTA != S_VERDE)   counter_verde <= 0;
end
always @(posedge clk or negedge rst_n) begin
    if(~rst_n)                                counter_pietoni_verde <= 0;
    else if(STARE_CURENTA == S_PIETONI_VERDE)   counter_pietoni_verde <= counter_pietoni_verde +1;
    else if(STARE_CURENTA != S_PIETONI_VERDE)   counter_pietoni_verde <= 0;
end
always @(posedge clk or negedge rst_n) begin
    if(~rst_n)                                      counter_pietoni_intermitent <= 0;
    else if(STARE_CURENTA == S_PIETONI_INTERMITENT)   counter_pietoni_intermitent <= counter_pietoni_intermitent +1;
    else if(STARE_CURENTA != S_PIETONI_INTERMITENT)   counter_pietoni_intermitent <= 0;
end
reg blink;
always @(posedge clk or negedge rst_n) begin
    if (~rst_n)
        blink <= 0;
    else
        blink <= ~blink;  
end
assign galben = (STARE_CURENTA == S_GALBEN) ? 1'b1  :
                (STARE_CURENTA == S_SERVICE) ? blink :
                1'b0;
assign verde = (STARE_CURENTA == S_VERDE);
assign rosu = (STARE_CURENTA == S_IDLE) | (STARE_CURENTA == S_DONE) | (STARE_CURENTA == S_PIETONI_VERDE) | (STARE_CURENTA == S_PIETONI_INTERMITENT);
assign done = (STARE_CURENTA == S_DONE);
assign verde_pietoni = (STARE_CURENTA == S_PIETONI_VERDE)         ? 1'b1  :
                       (STARE_CURENTA == S_PIETONI_INTERMITENT)   ? blink :
                       1'b0;
assign rosu_pietoni = ~((STARE_CURENTA == S_PIETONI_INTERMITENT) | (STARE_CURENTA == S_PIETONI_VERDE));
endmodule
module divFrecventa #(parameter FACTOR_DIVIZARE = 10)
    (
    input clk,
    input rst_n,
    input enable,
    output clk_div
);
reg [23:0] counter;
always @ (posedge clk or negedge rst_n)
begin
    if(~rst_n) counter <= 0;
    else if(enable & (counter < FACTOR_DIVIZARE)) counter <= counter + 1;
    else counter <= 0;
end
assign clk_div = (counter == FACTOR_DIVIZARE - 1);
endmodule
module logicaControlFSM #(parameter FACTOR_DIVIZARE_AUTO_MODULE = 10)
(
    input clk,
    input enable,
    input rst_n,
    input done_nord,
    input done_sud,
    input done_est,
    input done_vest,
    output enable_nord,
    output enable_sud,
    output enable_est,
    output enable_vest,
    output clear_nord,
    output clear_sud,
    output clear_est,
    output clear_vest
);
localparam S_IDLE = 0;
localparam S_AUTO_NORD = 2;
localparam S_AUTO_SUD = 1;
localparam S_AUTO_EST = 3; 
localparam S_AUTO_VEST = 4; 
reg [2:0]STARE_CURENTA;
reg [2:0]STARE_VIITOARE; 
always @(posedge clk or negedge rst_n)
begin
    if(~rst_n) STARE_CURENTA <= S_IDLE;
    else       STARE_CURENTA <= STARE_VIITOARE;
end
always @(*)  
begin
    case(STARE_CURENTA)
        S_IDLE: if(enable) STARE_VIITOARE <= S_AUTO_SUD;
                else STARE_VIITOARE <= S_IDLE;
        S_AUTO_SUD: if(done_sud) STARE_VIITOARE <= S_AUTO_NORD;
                else STARE_VIITOARE <= S_AUTO_SUD;
        S_AUTO_NORD: if(done_nord) STARE_VIITOARE <= S_AUTO_EST;
                else STARE_VIITOARE <= S_AUTO_NORD;
        S_AUTO_EST: if(done_est) STARE_VIITOARE <= S_AUTO_VEST;
                else STARE_VIITOARE <= S_AUTO_EST;
        S_AUTO_VEST: if(done_vest) STARE_VIITOARE <= S_AUTO_SUD;
                else STARE_VIITOARE <= S_AUTO_VEST;
        default: STARE_VIITOARE <= S_IDLE;
    endcase
end
assign enable_nord = (STARE_CURENTA == S_AUTO_NORD);
assign enable_sud =  (STARE_CURENTA == S_AUTO_SUD);
assign enable_est = (STARE_CURENTA == S_AUTO_EST);
assign enable_vest = (STARE_CURENTA == S_AUTO_VEST);
assign clear_nord = (done_nord);
assign clear_sud = (done_sud);
assign clear_est = (done_est);
assign clear_vest = (done_vest);
endmodule
module semaforConexiuni(
    input clk,
    input rst_n,
    input pietoni_btn_i_nord,
    input pietoni_btn_i_sud,
    input pietoni_btn_i_est,
    input pietoni_btn_i_vest,
    input service_i,
    output verde_nord,
    output galben_nord,
    output rosu_nord,
    output verde_pietoni_nord,
    output rosu_pietoni_nord,
    output verde_sud,
    output galben_sud,
    output rosu_sud,
    output verde_pietoni_sud,
    output rosu_pietoni_sud,
    output verde_est,
    output galben_est,
    output rosu_est,
    output verde_pietoni_est,
    output rosu_pietoni_est,
    output verde_vest,
    output galben_vest,
    output rosu_vest,
    output verde_pietoni_vest,
    output rosu_pietoni_vest
);
localparam SECUNDE_VERDE_NORD = 24;
localparam SECUNDE_VERDE_SUD = 28;
localparam SECUNDE_VERDE_EST = 29;
localparam SECUNDE_VERDE_VEST = 25;
localparam FACTOR_DIVIZARE = 1000;
wire done_nord, done_sud, done_est, done_vest;
wire enable_nord, enable_sud, enable_est, enable_vest;
wire clear_nord, clear_sud, clear_est, clear_vest;
wire enable = 1'b1;
logicaControlFSM #(FACTOR_DIVIZARE) CONTROLFSM(
.clk(clk),
.enable(enable),
.rst_n(rst_n),
.done_nord(done_nord),
.done_sud(done_sud),
.done_est(done_est),
.done_vest(done_vest),
.enable_nord(enable_nord),
.enable_sud(enable_sud),
.enable_est(enable_est),
.enable_vest(enable_vest),
.clear_nord(clear_nord),
.clear_sud(clear_sud),
.clear_est(clear_est),
.clear_vest(clear_vest)
);
autoSem #(SECUNDE_VERDE_SUD, FACTOR_DIVIZARE) MODUL_SUD(
.clk(clk),
.enable(enable_sud),
.clear(clear_sud),
.rst_n(rst_n),
.pietoni_btn_i(pietoni_btn_i_sud),
.service_i(service_i),
.done(done_sud),
.rosu(rosu_sud),
.galben(galben_sud),
.verde(verde_sud),
.verde_pietoni(verde_pietoni_sud),
.rosu_pietoni(rosu_pietoni_sud)
);
autoSem #(SECUNDE_VERDE_NORD, FACTOR_DIVIZARE) MODUL_NORD(
.clk(clk),
.enable(enable_nord),
.clear(clear_nord),
.rst_n(rst_n),
.pietoni_btn_i(pietoni_btn_i_nord),
.service_i(service_i),
.done(done_nord),
.rosu(rosu_nord),
.galben(galben_nord),
.verde(verde_nord),
.verde_pietoni(verde_pietoni_nord),
.rosu_pietoni(rosu_pietoni_nord)
);
autoSem #(SECUNDE_VERDE_EST, FACTOR_DIVIZARE) MODUL_EST(
.clk(clk),
.enable(enable_est),
.clear(clear_est),
.rst_n(rst_n),
.pietoni_btn_i(pietoni_btn_i_est),
.service_i(service_i),
.done(done_est),
.rosu(rosu_est),
.galben(galben_est),
.verde(verde_est),
.verde_pietoni(verde_pietoni_est),
.rosu_pietoni(rosu_pietoni_est)
);
autoSem #(SECUNDE_VERDE_VEST, FACTOR_DIVIZARE) MODUL_VEST(
.clk(clk),
.enable(enable_vest),
.clear(clear_vest),
.rst_n(rst_n),
.pietoni_btn_i(pietoni_btn_i_vest),
.service_i(service_i),
.done(done_vest),
.rosu(rosu_vest),
.galben(galben_vest),
.verde(verde_vest),
.verde_pietoni(verde_pietoni_vest),
.rosu_pietoni(rosu_pietoni_vest)
);
endmodule
==> flow/run.sh <==
#!/bin/bash
# OpenROAD 26Q1-2900-gdf79404cd8, Yosys 0.63+post, stock flow scripts
make -C /OpenROAD-flow-scripts/flow DESIGN_CONFIG=/design/flow/config.mk WORK_HOME=/design/flow/orfs finish
==> flow/config.mk <==
export PLATFORM = sky130hd
export DESIGN_NAME = semaforConexiuni
export DESIGN_NICKNAME = semaforConexiuni
export VERILOG_FILES = /design/flow/design.v
export SDC_FILE = /design/flow/constraint.sdc
export NUM_CORES = 4
export LEC_CHECK = 1
export CORE_UTILIZATION = 50
==> flow/constraint.sdc <==
current_design semaforConexiuni

set clk_period 2.7
set clk_io_pct 0.2

create_clock -name clk0 -period $clk_period [get_ports {clk}]

set non_clock_inputs [all_inputs -no_clocks]
set_input_delay [expr $clk_period * $clk_io_pct] -clock clk0 $non_clock_inputs
set_output_delay [expr $clk_period * $clk_io_pct] -clock clk0 [all_outputs]
==> CHANGELOG.md <==
### Metrics

- Max cap viols: 0
- Post-synth EDFFs: 0
- Req. time, crit path: 2160 ps
- DR iter-0 viols: 148
- OpenROAD warnings: 31
- Post-CTS sizing: 0
- Setup bufs post-CTS: 0
- Power Dens Cells: 509.3 mW/mm²
- Synth async-reset ratio: 1.000
- Antenna diodes: 0
- Die H: 104.3 µm
- TritonCTS clock tree: yes
- Clock slew at reported path FFs: 100 ps
- Cells in synth_stat.txt: 475
- Flops after synth: 109
- Clk buf depth: 2
- Max_slew headroom: 0.5557
- CP endpoint kind: primary output
- Row Count: 36
- P_leak: 2.704 nW
- Hold-fix buffers, CTS: 0
- Gate power share: 0.068
- Latency at later pin: 370 ps
- Global routing met3 resource utilization: 0.03829
- Final core occ: 0.5862
- Worst path slowest cell: dfrtp_1
- Crit-path max FO: 10
- DR vias/cell: 5.648
- CP max stage delay: 490 ps
- Layout area overhead: 11.63%
- Routed length per instance: 14.54 µm
- GRT overflow: 0
- Mapped Cells: 475
- CTS buffer count: 9
- Sequential Power Share: 0.572
- Largest net degree at the start of global routing: 41
- Main flop type after synthesis: dfrtp_1
- Clk sinks: 109
- Crit path kind: reg -> out
- Io pins: 27
- Switching portion of total power: 0.2321
- Fin Clk Skew: 16.91 ps
- Fmax: 390.4 MHz
- Core footprint: 0.009955 mm²
- Drt first pass iters: 4
- Min-Delay Path Class: in -> async
- Final setup TNS: 0 ps
- IO Port Bufs: 26
- Total number of vias: 3592
- Mapped cell area: 0.005228 mm²
- Switching power: 689.7 µW
- Final Power: 2.972 mW
- Reg-to-Reg Start: MODUL_VEST.STARE_CURENTA[4]
- Critical-path cell list: or3_1 > or2_2 > clkdlybuf4s50_1
- Synth cell types: 55
- Startpoint type of the worst setup path: register
- Clk pwr share: 0.360
- Drt total wl: 9.249 mm
- Worst R2R Setup Slack: 640 ps
- Syn_area_per_cell: 11.01 µm²
- Worst Setup SP: MODUL_VEST.STARE_CURENTA[1]
- Final hold vios: 0
- Tmin final: 2561 ps
- Ys Warns: 6
- Sequential element share of the synthesized area: 0.5230
- Status: finished, final reports clean
- Worst Path Arrival: 2020 ps
- Vias in the first global route: 3409
- Clk root buf: clkbuf_8
- Layout fillers: 862
- GR Util met2: 0.2881
- Reg2Reg Depth: 3
- FP Core Util: 0.5251
- Reg2reg end: MODUL_VEST.counter_pietoni_intermitent[0]
- H-tree depth: 3
- Post-route ant nets: 0
- Grt met1 use: 0.3166
- Multi-input logic area: 0.002277 mm²
- Slew @ Worst Pin: 665.7 ps
- Die area: 0.01087 mm²
- Chip Width: 104.3 µm
- Hpwl dp: 6.209 mm
- Fin crit share: 0.9486
- DRC viols: 0
- Final setup viols: 0
- Pins Over Slew Limit: 0
- Sequential cell area: 0.002735 mm²
- Initial antenna violation count: 0
- Layer with the highest usage: met1
- Fraction of layout cells with a size suffix above 1: 0.09344
- Synthesis area per yosys: 0.005228 mm²
- First-pass GRT wire length: 16.25 mm
- Placer Congestion: 0.7977
- RSZ-0062 raised after global routing: no
- Total internal power: 2.282 mW
- Max VDD drop: 0.0004120 V
- Total GRT Usage: 0.1909
-- cells by family (layout without fill, tap and decap cells) --
kind of cell,count (synthesis),in the layout,share of synthesized area
simple gates,139,139,0.1556
compound gates,111,111,0.1551
buf+inv,54,82,0.04141
mux,16,16,0.03303
xor+xnor,23,23,0.03853
other cells,1,1,0.0007174
flops,109,109,0.5230
fa+ha+maj,22,22,0.05266
-- power groups by stage --
| stage | registers, mW | logic [mW] | clock network (mW) |
|---|---|---|---|
| final | 1.70 | 0.203 | 1.07 |
| after global routing | 1.70 | 0.228 | 1.18 |
| after CTS | 1.70 | 0.207 | 1.12 |
-- through the flow --
step / cells / hold slack [ps] / cell area [µm²] / worst slack [ps]
after floorplan: 475 / 244.4 / 5228 / 961.8
after global placement: 620 / 415.6 / 5617 / 502.1
after detailed placement: 620 / 422.1 / 5617 / 487.5
after CTS: 636 / 120.0 / 5834 / 73.42
after global routing: 636 / 129.3 / 5836 / 28.47
final: 636 / 118.6 / 5836 / 138.7
-- cells in the final DEF, fill, tap and decap left out, types with 3 or more instances in the layout --
cell               n
a211o_1            7
mux2i_1            6
dfrtp_1          103
nand4_1            3
nand2_1           26
o21bai_1           3
nor3b_1            7
mux2_2            10
nand3b_1           6
and3_1             8
a22o_1            33
clkbuf_8          10
o31ai_1            6
nor2_1             5
a21oi_1           26
o21ai_0            6
nand3_1           36
clkdlybuf4s50_1   25
o22ai_1            6
or4b_2             5
xor2_1             6
nor2b_1            4
ha_1              22
nor3_1            10
buf_4              5
a31oi_1            3
a21o_1             4
nand2b_1           8
inv_1             35
or4_1              6
a21boi_0           4
xnor2_1           17
dfstp_2            5
-- flip-flops by register name, summed over array words and instances, names as in the netlist, 6 cells and up --
signal	cells
MODUL_EST.STARE_CURENTA	7
MODUL_NORD.STARE_CURENTA	7
MODUL_SUD.STARE_CURENTA	7
MODUL_VEST.STARE_CURENTA	7
MODUL_EST.counter_verde	6
MODUL_NORD.counter_verde	6
MODUL_SUD.counter_verde	6
MODUL_VEST.counter_verde	6
-- layout make-up --
type | instances | share of cell area
inverters | 35 | 0.02251
repair buffers | 31 | 0.05274
flip-flops and latches | 109 | 0.4687
clock buffers | 12 | 0.02487
well taps | 133 | 0.02852
multi-input cells | 312 | 0.3902
clock inverters | 4 | 0.01244
-- routing by layer --
| layer | routed length, µm | share of wire | vias up |
|---|---|---|---|
| met5 | 0 | 0 | - |
| met4 | 76 | 0.0082 | 0 |
| met3 | 282 | 0.030 | 5 |
| met2 | 4221 | 0.46 | 36 |
| met1 | 4669 | 0.50 | 1772 |
| li1 | - | - | 1779 |
-- synth_stat cells, types with 8 or more instances --
cell      instances  area share
nand2b_1          8      0.0096
inv_1            35       0.025
clkbuf_1         15       0.011
and3_1            8      0.0096
nand2_1          26       0.019
dfrtp_1         104        0.50
a21oi_1          26       0.025
xnor2_1          17       0.028
nor3_1           10      0.0096
ha_1             22       0.053
a22o_1           33       0.055
mux2_2           10       0.022
nand3_1          36       0.034
-- critical path, delay by kind of cell (launching register included) --
family	cells	cell delay (ps)
AND/OR/NAND/NOR	2	770
flip-flops	1	490
buffers and inverters	1	400
-- how the worst max path moves through the flow --
stage                  endpoint  depth (start not counted)  slack, ps
after CTS             rosu_vest                          3         70
after global routing  rosu_vest                          3         30
final                 rosu_vest                          3        140
No activity file was given, so power comes from the tool's default toggle rates.
